$ cat design/flow/design.v
module fft(clk,sel,yr,yi);  
  input clk;
  input [2:0]sel;
  output reg [7:0]yr,yi;
  wire [7:0]y0r,y1r,y2r,y3r,y4r,y5r,y6r,y7r,y0i,y1i,y2i,y3i,y4i,y5i,y6i,y7i;
  wire [7:0]x20r,x20i,x21r,x21i,x22r,x22i,x23r,x23i,x24r,x24i,x25r,x25i,x26r,x26i,x27r,x27i;
  wire [7:0]x10r,x10i,x11r,x11i,x12r,x12i,x13r,x13i,x14r,x14i,x15r,x15i,x16r,x16i,x17r,x17i;
  wire [7:0]x0,x1,x2,x3,x4,x5,x6,x7;
parameter w0r=8'b1;
parameter w0i=8'b0;
parameter w1r=8'b10110101;
parameter w1i=8'b01001011;
parameter w2r=8'b0;
parameter w2i=8'b11111111;
parameter w3r=8'b01001011;
parameter w3i=8'b01001011;
assign x0=8'b1;
assign x1=8'b10;
assign x2=8'b100;
assign x3=8'b1000;
assign x4=8'b10000;
assign x5=8'b100000;
assign x6=8'b1000000;
assign x7=8'b10000000;
bfly1 s11(x0,x4,w0r,w0i,x10r,x10i,x11r,x11i);
bfly1 s12(x2,x6,w0r,w0i,x12r,x12i,x13r,x13i);
bfly1 s13(x1,x5,w0r,w0i,x14r,x14i,x15r,x15i);  
bfly1 s14(x3,x7,w0r,w0i,x16r,x16i,x17r,x17i);
bfly1 s21(x10r,x12r,w0r,w0i,x20r,x20i,x22r,x22i);
bfly2 s22(x11r,x11i,x13r,x13i,x21r,x21i,x23r,x23i);
bfly1 s23(x14r,x16r,w0r,w0i,x24r,x24i,x26r,x26i);
bfly2 s24(x15r,x15i,x17r,x17i,x25r,x25i,x27r,x27i);
bfly1 s31(x20r,x24r,w0r,w0i,y0r,y0i,y4r,y4i);
bfly3 s32(x21r,x21i,x25r,x25i,w1r,w1i,y1r,y1i,y5r,y5i);
bfly2 s33(x22r,x22i,x26r,x26i,y2r,y2i,y6r,y6i);
bfly4 s34(x23r,x23i,x27r,x27i,w3r,w3i,y3r,y3i,y7r,y7i);
always@(posedge clk)
case(sel)
  0:begin yr=y0r; yi=y0i; end
  1:begin yr=y1r; yi=y1i; end
  2:begin yr=y2r; yi=y2i; end
  3:begin yr=y3r; yi=y3i; end
  4:begin yr=y4r; yi=y4i; end
  5:begin yr=y5r; yi=y5i; end
  6:begin yr=y6r; yi=y6i; end
  7:begin yr=y7r; yi=y7i; end
endcase
 endmodule
module bfly1(x,y,wr,wi,x0r,x0i,x1r,x1i); 
  input [7:0]x,y,wr,wi;
  output[7:0]x1r,x1i,x0r,x0i;
  assign x0r=x+(y*wr);
  assign x0i=y*wi;
  assign x1r=x+(~(y*wr)+1);
  assign x1i=~(y*wi)+1;
endmodule
module bfly2(xr,xi,yr,yi,x0r,x0i,x1r,x1i);  
  input [7:0]xr,xi,yr,yi;
  output [7:0]x0r,x0i,x1r,x1i;
  assign x0r=xr;
  assign x0i=~yr+1;
  assign x1r=xr;
  assign x1i=yr;
endmodule
module bfly3(xr,xi,yr,yi,wr,wi,x0r,x0i,x1r,x1i);  
  input [7:0]xr,xi,yr,yi,wr,wi;
  output [7:0]x0r,x0i,x1r,x1i;
  wire [15:0]p1,p2,p3,p4;
  wire [7:0]win,yrn,yin;
  wire [8:0]ywr,ywi;
  parameter sht=8'b1000;
  assign yrn=~yr+1;
  assign yin=yi;
  assign win=~wi+1;
  assign p1=(yrn*wr)>>sht;
  assign p2=(yin*win)>>sht;
  assign p3=(yrn*win)>>sht;
  assign p4=(yin*wr)>>sht;
  assign ywr=(~p1+1)+p2;
  assign ywi=p3+p4;
  assign x0r=xr+ywr;
  assign x0i=xi+ywi;
  assign x1r=xr+(~ywr+1);
  assign x1i=xi+(~ywi+1);
endmodule
module bfly4(xr,xi,yr,yi,wr,wi,x0r,x0i,x1r,x1i);  
  input [7:0]xr,xi,yr,yi,wr,wi;
  output [7:0]x0r,x0i,x1r,x1i;
  wire [15:0]p1,p2;
  wire [7:0]win,yrn,yin;
  wire [8:0]ywr,ywi;
  parameter sht=8'b1000;
  assign yrn=~yr+1;
  assign yin=~yi+1;
  assign win=~wi+1;
    assign p1=(yrn*win)>>sht;
  assign p2=(yin*win)>>sht;
  assign ywr=p1+(~p2+1);
  assign ywi=p1+p2;
   assign x0r=xr+ywr;
  assign x0i=xi+ywi;
  assign x1r=xr+(~ywr+1);
  assign x1i=xi+(~ywi+1);
endmodule
$ cat design/flow/run.sh
#!/bin/bash
# OpenROAD 26Q1-2900-gdf79404cd8, Yosys 0.63+post, stock flow scripts
make -C /OpenROAD-flow-scripts/flow DESIGN_CONFIG=/design/flow/config.mk WORK_HOME=/design/flow/orfs finish
$ cat design/flow/config.mk
export PLATFORM = sky130hd
export DESIGN_NAME = fft
export DESIGN_NICKNAME = fft
export VERILOG_FILES = /design/flow/design.v
export SDC_FILE = /design/flow/constraint.sdc
export NUM_CORES = 4
export LEC_CHECK = 1
export CORE_AREA = 10 10 70 70
export DIE_AREA = 0 0 80 80
$ cat design/flow/constraint.sdc
current_design fft

set clk_period 1.0
set clk_io_pct 0.2

create_clock -name clk0 -period $clk_period [get_ports {clk}]

set non_clock_inputs [all_inputs -no_clocks]
set_input_delay [expr $clk_period * $clk_io_pct] -clock clk0 $non_clock_inputs
set_output_delay [expr $clk_period * $clk_io_pct] -clock clk0 [all_outputs]
==> results.txt <==
Update from the flow run.

The total internal power is 794 uW. The path type of the worst setup path is flop to output port. Counting endpoints that fail hold in the final report gives 0.

In the floorplan report the effective utilization is 0.126. After detailed routing, the wire length on met1 is 388 um. The number of pins exceeding their max-slew limit in the final report is 0. The number of antenna violations at the first check in global routing is 0.

The area fraction of the largest cell type after synthesis is 0.603. All stages included, the depth of the critical timing path comes to 1. Of all flip-flops after synthesis, the portion carrying an async set or reset was 0.

TritonCTS built the clock tree. The detailed router reported a total wirelength of between 800 and 900 um. The worst IR drop on VDD is 0.000500 V.

The signal on the critical path passes through clkdlybuf4s15_1. After synthesis, the netlist uses 16 different library cells. The worst-case hold slack is 0.611 ns. The via count of the first global-routing pass is about 270. The area of the die is 0.00640 sq mm. The final critical-path setup slack is 0.0492 ns. In the routed design, unresolved DRC markers number 0. Timing would allow up to 1.05 GHz. The placed instances occupy a cell area of 653 sq um. The maximum fanout encountered on the critical timing path is 1. The part of the power in the clock network is 0.299. In this run the clock root is driven by a sky130_fd_sc_hd__clkbuf_4. For this run, the total global-route usage over all layers was measured as 0.0271. The total of endpoints with negative setup slack in the final report is 0. The routed via count is 288. The fraction of final layout cells with drive strength greater than 1 is 0.448. The HPWL after detailed placement is 750 um.

The synthesis report lists the Yosys warning total as 1. The global route stage reports its total congestion overflow as 0. The ratio of total power to cell area is roughly 1500 mW/mm^2. The length of routed met2 wiring is 346 um. The final antenna diode tally reported by the flow is 0.

The biggest area consumer among synthesized cells is sky130_fd_sc_hd__dfxtp_1. The end point of the critical path is yi[7]. For the completed layout, the total cell area is recorded as 656 sq um. The layout has a little under 400 filler cells. The worst min-delay path class is primary input to flop. In the synthesized netlist, the cells that appear most often are sky130_fd_sc_hd__dfxtp_1 (13), sky130_fd_sc_hd__buf_4 (4), sky130_fd_sc_hd__nand2_1 (3). Per the run summary, max-cap violations total 0. The yosys cell count is 38.

The number of I/O pins is 20. According to the timing report, the arrival time at the worst endpoint equals 0.75 ns. Entering global routing, the biggest net connects 11 pins. CTS built an H-tree with a depth of 1. The switching power as a share of total power is 0.197.

The number of enable flip-flop cells is 0. The die is 80 um tall. The clock-pin slew on the worst setup and hold paths is about 0.070 ns.

After clock tree synthesis, the setup repair step added 0 buffers. The via density per instance is 2.77. The maximum buffer depth of the clock tree is 2. The transition time recorded at the tightest slew-check pin is 0.288 ns. The worst setup slack before clock tree synthesis is -0.221 ns. The most frequent cell after synthesis is sky130_fd_sc_hd__dfxtp_1. The area of the mapped netlist is 432 sq um.

After detailed routing, no signal wire sits above met3. Among all stages on the critical path, the maximum delay recorded is ~0.32 ns. The clock net sink count is 13. The most critical setup path has its startpoint at yi[7]. The portion of total power attributed to sequential cells is 0.576. The footprint of the multi-input gates is 108 sq um.

Setup repair after global routing left no endpoint under its margin. The first global-routing pass estimated 1290 um of wire. The number of core rows is 21. At the worst endpoint, the required time is 0.80 ns.

The number of optimization iterations in the first detailed-route pass is 2. The type of destination of the critical path is an output port. The number of nets still failing antenna checks after routing is 0. The count of buffers added on input and output ports is 19.

The average wire length per cell after detail routing is 8.49 um. The number of clock buffers added by TritonCTS is 3. The nature of the critical path startpoint is a flop. The worst pin sits at a relative slew slack of 0.807. The OpenROAD warning count is 26.

The cell family contributing the most delay on the critical path is flip-flops. Counting every instance in the synthesized netlist gives 38. The total length of routed met3 wires is around 150 um. The sequential cell area fraction in the yosys report is 0.603. The chip area estimate from yosys synthesis is 432 sq um. The final period utilization is 0.951. The synthesis report lists the most area-consuming cells as sky130_fd_sc_hd__dfxtp_1 (60%), sky130_fd_sc_hd__buf_4 (7.0%), sky130_fd_sc_hd__buf_6 (5.2%), sky130_fd_sc_hd__xnor2_1 (4.1%), sky130_fd_sc_hd__nand2b_4 (3.2%). The die extent in x is 80 um. The area added between synthesis and finish is 51.9%. The storage element area is between 200 and 300 sq um. The initial DRC count is 21.

Subtracting the final worst setup slack from the clock period gives 0.951 ns. The net switching power is 195 uW. After its last routability iteration, the placer logged a weighted congestion of 0.708. The critical path's slowest cell is sky130_fd_sc_hd__dfxtp_2. The sum of negative setup slack is 0 ns. The average cell area after synthesis is 11.4 sq um. The run finished with clean final reports. The leakage power figure is 0.281 nW. The share of total power dissipated in combinational logic is 0.125. The number of synthesized register bits is 13. The floorplan core area is roughly 0.0034 sq mm. The most used flip-flop cell after synthesis is sky130_fd_sc_hd__dfxtp_1. The buffers plus inverters on the worst setup path is 1.
## cell type report
type | instances | share of cell area
clock buffer | 4 | 0.0401
inverter | 2 | 0.0115
multi-input combinational | 16 | 0.164
sequential | 13 | 0.414
tap | 46 | 0.0878
timing repair buffer | 23 | 0.282
## registers in the layout (all words and copies together), names as in the netlist
| register | count |
|---|---|
| yr | 6 |
| yi | 7 |
## layer usage
layer / global-route usage / up-vias
li1: - / 152
met1: 0.0299 / 119
met2: 0.0401 / 17
met3: 0.0250 / 0
met4: 0 / 0
met5: 0 / -
## timing repair
item	CTS	global route
hold buffers	0	0
endpoints found under the hold margin	0	0
endpoints found under the setup margin	16	12
gates resized	33	15
## metrics by stage
stage          power, mW  instances  utilization
6_report           0.988        104        0.192
5_1_grt             1.06        104        0.192
4_1_cts             1.01        104        0.199
3_5_place_dp       0.735        100        0.191
3_3_place_gp       0.734        100        0.191
2_1_floorplan      0.633         38            -
## worst min-delay path, stage by stage
cell and delay [ns]:
sky130_fd_sc_hd__clkdlybuf4s50_1 0.40, sky130_fd_sc_hd__buf_4 0.17, sky130_fd_sc_hd__nand2b_4 0.08
## worst min path at each step
stage | start | to | slack (ns) | cells after the start
finish | sel[1] | yr[5] | 0.61 | 3
global route | sel[1] | yr[5] | 0.60 | 3
CTS | sel[0] | yi[0] | 0.61 | 1
## cells in the final DEF, fill, tap and decap left out, drive strengths merged
cell,n
a21oi,2
dfxtp,13
xnor2,2
o21a,1
clkbuf,11
nand2,3
buf,4
clkdlybuf4s15,9
o21ai,3
inv,2
nand3b,1
nor2b,1
clkdlybuf4s50,3
nor2,2
nand2b,1
## power by group through the flow
stage | sequential, mW | combinational, mW | clock [mW]
4_1_cts | 0.567 | 0.136 | 0.307
5_1_grt | 0.575 | 0.139 | 0.345
6_report | 0.570 | 0.124 | 0.295
## logic make-up (layout without fill, tap and decap cells)
group,count (synthesis),count (layout),synth area share
xor gates and xnor gates,2,2,0.0406
AOI/OAI and AO/OA,6,6,0.0840
DFF,13,13,0.603
buffers and inverters,9,29,0.148
and+or+nand+nor,8,8,0.125
Power and IR drop assume default switching activity.
